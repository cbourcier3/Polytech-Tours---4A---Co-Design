==> design/flow/constraint.sdc <==
current_design modMultiPWM

set clk_period 2.1
set clk_io_pct 0.2

create_clock -name clk0 -period $clk_period [get_ports {ClkIn}]
create_clock -name clk1 -period $clk_period [get_ports {nLatch}]

set non_clock_inputs [all_inputs -no_clocks]
set_input_delay [expr $clk_period * $clk_io_pct] -clock clk0 $non_clock_inputs
set_output_delay [expr $clk_period * $clk_io_pct] -clock clk0 [all_outputs]
==> design/flow/run.sh <==
#!/bin/bash
# OpenROAD 26Q1-2900-gdf79404cd8, Yosys 0.63+post, stock flow scripts
make -C /OpenROAD-flow-scripts/flow DESIGN_CONFIG=/design/flow/config.mk WORK_HOME=/design/flow/orfs finish
==> design/flow/config.mk <==
export PLATFORM = sky130hd
export DESIGN_NAME = modMultiPWM
export DESIGN_NICKNAME = modMultiPWM
export VERILOG_FILES = /design/flow/design.v
export SDC_FILE = /design/flow/constraint.sdc
export NUM_CORES = 4
export LEC_CHECK = 1
export CORE_UTILIZATION = 50
==> design/flow/design.v <==
module modMultiPWM ( ClkIn, PWMout, nLatch, Ton, oe);
parameter NB_PWM = 8;				 
parameter RESOLUTION = 8;			 
input[(NB_PWM-1):0] ClkIn;
input[(NB_PWM-1):0] nLatch;
input[(NB_PWM-1):0] oe; 
input[(RESOLUTION-1):0] Ton;
output[(NB_PWM-1):0] PWMout;
genvar i;
generate for ( i = 0; i < NB_PWM ; i = i+1 )
    begin: 
		inst modPWM #(RESOLUTION) PWM_i (ClkIn[i], PWMout[i], Ton, nLatch[i],oe[i]);
    end
endgenerate
endmodule
module modPWM(ClkIn, PWMout,Ton,nLatch,oe);
parameter RESOLUTION = 10;			 
input ClkIn,nLatch,oe;
input[(RESOLUTION-1):0] Ton;
output PWMout;
reg PWMout_local;
reg[(RESOLUTION-1):0] NbTon, NbTclkIn;
initial
begin
	NbTon <=0;
	NbTclkIn <=0;
end
always@(negedge(nLatch))
begin
	NbTon = Ton;
end
always@(negedge(ClkIn))
begin
	if (NbTclkIn < NbTon) PWMout_local <= 1'b1;
	else PWMout_local <= 1'b0;
	NbTclkIn <= NbTclkIn + 10'd1;
end
bufif1(PWMout,PWMout_local,oe);
endmodule
==> impl_metrics.yaml <==
# synthesis and place-and-route metrics
die:
  die_h_um: 103
  ios: 40
  design.core.area_mm2: 0.00982
  dieArea_mm2: 0.0106
  fp-utilization: 0.521
  die-width_um: 103
  num_rows: 36
critical_path:
  required_ns: 1.68
  rr_endpoint: "inst[4].PWM_i.PWMout_local"
  cp_top_family: "flip-flops"
  path_cells: "buf_2"
  worstRegToRegCells: 5
  critPathLaunchType: "register"
  cp_max_fo: 1
  r2r_start: "inst[4].PWM_i.NbTon[6]"
  worstSetupPathType: "register to output pin"
  regToRegSetupSlack_ns: 0.78
  arrival_ns: 1.72
  critPathCaptureType: "output pin"
  worst-path-buf-inv: 1
  max_stage_delay_ns: 0.29
  critical-path-slowest-cell: "dfxtp_1"
yosys:
  simple_gate_area_frac: 0.0996
  synth.distinct_cells: 22
  logic_family: "adder cells"
  synthesis.area_mm2: 0.00511
  xor_area_frac: 0.0823
  ys_cells: 488
  yosys_area_mm2: 0.00511
  synthCells: 488
  aoi_share: 0.0583
  yosys.area_share.adder: 0.157
  synth_flops: 136
  yosysWarningCount: 1
  syn_area_per_cell_um2: 10.5
  ys_seq_share: 0.533
  ys_sh_mux: 0
placement:
  dp_slack_ns: -0.208
  portBuffers: 16
  gp_congestion: 0.748
  hpwl_um: 5920
  dp_cells: 632
detailed_routing:
  vias_per_cell: 4.55
  highest_layer: "met4"
  dr.pass1.iters: 6
  antenna_left: 0
  routed_wl_um: 8990
  drt-initial-drc-count: 116
  wl_per_cell_um: 11.1
  wl_met1_um: 4320
  route.antenna.diode_count: 0
  drc: 0
  num_vias: 3673
  dr_wl_met3_um: 818
  met2_length_um: 3640
power_and_ir_drop:
  ir_worst_vdd_uv: 617
  p_leak_nw: 3.68
  total_power_mw: 6.44
  powerDensity_mw_per_mm2: 990
min_path:
  holdPathStages: 1
  hp-class: "register to register"
  holdPathEnd: "inst[3].PWM_i.NbTclkIn[0]"
  hold_start: "inst[3].PWM_i.NbTclkIn[0]"
cells_and_area:
  stdcell_count: 808
  logic_area_mm2: 0.00203
  layout_top_cells: "inv_1, dfxtp_1, ha_1"
  area_growth_pct: 27.2
  n_fill_cell: 786
  seqCellArea_mm2: 0.00272
  drive_gt1_frac: 0.0948
  lay_top_count: "inv_1"
grt:
  grt_use_total: 0.204
  overflow: 0
  antenna_found_initial: 0
  grt_max_degree: 9
  grt_first_pass_wirelength_um: 15500
  grt_pass1_vias: 3942
run_status:
  outcome: "finished with violations"
  violations: "negative setup slack"
job:
  max_cap_viol_count: 0
  warnings: 498
sta:
  skew_ns: 0.0131
  relSlewSlack: 0.762
  report.final.slew_viol_count: 0
  final_hold_viol_count: 0
  setup_ws_ns: -0.0379
  tightest_slew_ns: 0.356
  setup_viol: 8
  rsz0062_at_grt: "true"
  final.setup.tns_ns: -0.235
clocking:
  cts_tree: "yes"
  clk_pin_slew_ns: 0.03
  cts.sinks: 136
  cts_setup_buffers: 0
==> flip-flops by register name (all words and copies together), names as in the netlist <==
register,flops
inst.PWM_i.NbTclkIn,64
inst.PWM_i.PWMout_local,8
inst.PWM_i.NbTon,64
==> synthesized netlist by cell type (all sizes together) <==
library cell / count / share of area
a21o: 6 / 0.0088
a21oi: 24 / 0.024
a221oi: 2 / 0.0059
a31oi: 2 / 0.0024
and3: 12 / 0.015
buf: 8 / 0.012
dfxtp: 136 / 0.53
ha: 64 / 0.16
inv: 80 / 0.059
nand2: 23 / 0.017
nand2b: 2 / 0.0024
nand3: 44 / 0.043
nor2: 12 / 0.0088
nor2b: 6 / 0.0073
nor3: 5 / 0.0059
o211ai: 6 / 0.0088
o21a: 2 / 0.0029
o21ai: 6 / 0.0059
xnor2: 25 / 0.043
xor2: 23 / 0.039
==> cell families (layout without fill, tap and decap cells) <==
family / count (synthesis) / after routing
flops: 136 / 136
buf+inv: 88 / 275
compound gates: 48 / 48
fa+ha+maj: 64 / 64
simple gates: 104 / 104
xor+xnor: 48 / 48
==> worst max-delay path by stage <==
stage | start | endpoint | slack, ns | depth (start not counted)
after CTS | inst[2].PWM_i.PWMout_local | PWMout[2] | -0.07 | 1
after global routing | inst[1].PWM_i.PWMout_local | PWMout[1] | -0.1 | 1
final | inst[2].PWM_i.PWMout_local | PWMout[2] | -0.04 | 1
==> power by group <==
group | internal [mW] | switching (mW) | total (mW)
Sequential | 2.67 | 0.0188 | 2.69
Combinational | 0.0548 | 0.0740 | 0.129
Clock | 2.34 | 1.27 | 3.62
Total | 5.07 | 1.36 | 6.44
==> through the flow <==
| step | area [um2] | utilization | hold WS [ns] |
|---|---|---|---|
| 4_1_cts | 6500 | 0.662 | 0.420 |
| 5_1_grt | 6500 | 0.662 | 0.446 |
| 6_report | 6500 | 0.662 | 0.414 |
| 3_5_place_dp | 5400 | 0.550 | 0.413 |
| 2_1_floorplan | 5110 | - | 0.390 |
| 3_3_place_gp | 5400 | 0.550 | 0.409 |
==> what timing repair did <==
action / CTS / global route
gates resized: 24 / 0
hold buffers: 0 / 0
setup endpoints to repair: 8 / 8
==> area by class of cell <==
cell class | instances | area share
Clock inverter | 144 | 0.0831
Inverter | 64 | 0.0370
Multi-Input combinational cell | 264 | 0.312
Timing Repair Buffer | 19 | 0.0219
Sequential cell | 136 | 0.419
Tap cell | 133 | 0.0256
Clock buffer | 48 | 0.102
==> routing by layer <==
| metal | up-vias | global-route usage |
|---|---|---|
| met4 | 0 | 0.115 |
| met5 | - | 0 |
| met3 | 24 | 0.175 |
| met2 | 109 | 0.252 |
| li1 | 1938 | - |
| met1 | 1602 | 0.238 |
Power figures rest on the tool's default switching activity, not on a simulated workload.
