==> /design/flow/constraint.sdc <==
current_design modMultiDivfreq

set clk_period 2.6
set clk_io_pct 0.2

create_clock -name clk0 -period $clk_period [get_ports {ClkIn}]

set non_clock_inputs [all_inputs -no_clocks]
set_input_delay [expr $clk_period * $clk_io_pct] -clock clk0 $non_clock_inputs
set_output_delay [expr $clk_period * $clk_io_pct] -clock clk0 [all_outputs]
==> /design/flow/run.sh <==
#!/bin/bash
# OpenROAD 26Q1-2900-gdf79404cd8, Yosys 0.63+post, stock flow scripts
make -C /OpenROAD-flow-scripts/flow DESIGN_CONFIG=/design/flow/config.mk WORK_HOME=/design/flow/orfs finish
==> /design/flow/config.mk <==
export PLATFORM = sky130hd
export DESIGN_NAME = modMultiDivfreq
export DESIGN_NICKNAME = modMultiDivfreq
export VERILOG_FILES = /design/flow/design.v
export SDC_FILE = /design/flow/constraint.sdc
export NUM_CORES = 4
export LEC_CHECK = 1
export CORE_UTILIZATION = 40
==> /design/flow/design.v <==
module modMultiDivfreq ( ClkIn, ClockOut);
parameter NB_DIV = 24;				 
input ClkIn;							 
output[(NB_DIV-1):0] ClockOut;	 
genvar i;
generate for ( i = 0; i < NB_DIV ; i = i+1 )
    begin: 
		inst divfreq #(48,24,0,16) div_i(ClkIn, ClockOut[i]);
    end
endgenerate
endmodule
module divfreq(ClkIn, ClkOut);
input ClkIn;
output ClkOut;
parameter NB = 5;
parameter NBTON = 2;
parameter POLARITE = 0;
parameter BUS_SIZE = 8;
reg ClkOut;
reg[BUS_SIZE-1:0] i;
always @(negedge(ClkIn))
begin
	if (i < NB)
	begin
		i <= i + 1;
	end
	else
	begin
		i <= 0;
	end
end
always @(i)
begin
	if (i < NBTON)
	begin
		ClkOut <= POLARITE;
	end
	else
	begin
		ClkOut <= ~POLARITE;
	end	
end
endmodule
==> impl_metrics.tcl <==
# collected from the flow reports
set metrics [dict create \
    outcome "finished with violations" \
    failed_checks "setup timing" \
    dp_hpwl_mm 9.28 \
    drc 0 \
    hold_path.class "register to register" \
    hold_viol 0 \
    internal_power_mw 10.8 \
    crit_required_ns 2.08 \
    power_mw 15.1 \
    vias 10006 \
    r2r_end "inst[1].div_i.i[5]" \
    ys_seq_share 0.670 \
    setup_tns_ns -31.40 \
    drv_cap 0 \
    vdd.ir_drop.worst_uv 549 \
    yosysWarnings 1 \
    setup_viol 32 \
    antennaDiodeCount 0 \
    start_kind "register" \
    grt_usage 0.190 \
    regMostFlops "inst.div_i.i" \
    clock-sinks 384 \
    drtAntennaViolNets 0 \
    initCoreUtil 0.410 \
    num_io_pins 25 \
    largest_register_ffs 384 \
    insertion_delay_ns 0.61 \
    area_growth_pct 71.8 \
    edf_count 0 \
    pwr-share-seq 0.417 \
    die_area_sq_um 29400 \
    clkTransAtPathRegs_ns 0.05 \
    htree_levels 2 \
    reg2reg_depth 28 \
    final_cell_mix "inv_1 (423), dfxtp_1 (322), buf_4 (265)" \
    rsz0062_at_grt "yes" \
    layout_setup_ws_ns -1.10 \
    avgRoutedWirePerCell_um 10.9 \
    avgSynthCellArea_sq_um 11.6 \
    tool_warnings 412 \
    reg2reg_from "inst[1].div_i.i[15]" \
    power_frac_comb 0.014 \
    grt_overflow 0 \
    die_w_um 171 \
    crit_fanout 2 \
    cts_root_buf "clkbuf_16" \
    clkPwrFrac 0.569 \
    worstHoldPathCells 1 \
    synth.distinct_cells 23 \
    gp_congestion 0.770 \
    drt_wl_total_mm 26.7 \
    p_leak_nw 9.73 \
    cts_tree "done" \
    layout.cells.non_filler 2446 \
    switchingPower_mw 4.28 \
    r2r_slack_ns -1.03 \
    drive_gt1_frac 0.311 \
    slew_violations 0 \
    first_pass_iters 5 \
    reg.largest.list "inst.div_i.i x384" \
    skew_ns 0.0391 \
    p_per_area_nw_per_um2 764 \
    swShare 0.284 \
    flop_cell "dfxtp_1" \
    ctsHoldBuffers 0 \
    cp-end-kind "output pin" \
    drtIter0Drc 369 \
    syn_area_sq_um 11500 \
    clockBufferDepth 3 \
    numSynthFlops 384 \
    ys_cells 986 \
    synthesis.instances 986 \
    async_flop_share 0 \
    grt_pass1_vias 11022 \
    cts_buffers 42 \
    hold_start "inst[12].div_i.i[0]" \
    grt_pass1_wl_mm 43.9 \
    dpl.cell_count 1701 \
    final_util 0.704 \
    die-height_um 171 \
    rows 61 \
    mostFrequentLayoutCell "inv_1" \
    portBuffers 24 \
    core_area_sq_um 28000 \
    cp_data_arrival_time_ns 3.18 \
    ys_area_sq_um 11500 \
    vias_per_cell 4.09 \
    hold_path_end "inst[12].div_i.i[0]" \
    num-fill-cells 1727 \
    worstSetupPathType "register to output pin" \
    antenna_found_initial 1 \
    grt_max_degree 14 \
]
[metrics by stage]
stage	area, sq um	setup slack [ns]	hold slack (ns)
2_1_floorplan	12500	-0.396	0.418
3_3_place_gp	13700	-0.781	0.426
3_5_place_dp	13700	-0.790	0.437
4_1_cts	19600	-1.10	0.440
5_1_grt	19700	-1.18	0.452
6_report	19700	-1.10	0.439
[final cells by class]
class / instances / area, sq um / share of cell area
Inverter: 32 / 120 / 0.00609
Multi-Input combinational cell: 784 / 5030 / 0.255
Timing Repair Buffer: 408 / 3460 / 0.175
Tap cell: 378 / 473 / 0.0240
Clock inverter: 417 / 1800 / 0.0912
Sequential cell: 384 / 7760 / 0.394
Clock buffer: 43 / 1080 / 0.0546
[synth_stat cells (19+ instances only)]
library cell / number / area (sq um)
a21oi_1: 19 / 95.1
buf_4: 24 / 180
dfxtp_1: 384 / 7690
ha_1: 24 / 300
inv_1: 33 / 124
mux2_2: 21 / 236
nand2_1: 40 / 150
nand2b_1: 37 / 231
nand3_1: 75 / 375
nand4_1: 24 / 150
nor2_1: 141 / 529
nor4_2: 32 / 400
xnor2_1: 24 / 210
xor2_1: 24 / 210
[cells by family (layout without fill, tap and decap cells)]
group | count (synthesis) | count (layout) | synth area share
AND-OR/OR-AND | 35 | 35 | 0.0188
XOR/XNOR | 48 | 48 | 0.0366
adder cells (fa/ha/maj) | 24 | 24 | 0.0262
buffers and inverters | 57 | 900 | 0.0265
flip-flops | 384 | 384 | 0.670
multiplexers | 21 | 21 | 0.0206
other | 1 | 240 | 0.000327
AND/OR/NAND/NOR | 416 | 416 | 0.201
[critical path, stage by stage (launching register included)]
cell and delay (ns):
dfxtp_2 0.32, nor4_4 0.32, nand3_2 0.14, or3b_1 0.39, buf_2 0.13
[power by group through the flow]
stage	Sequential (mW)	Combinational, mW	Clock (mW)
after CTS	6.27	0.176	8.64
after global routing	6.28	0.244	9.69
final	6.28	0.216	8.58
[timing repair]
action                                  in CTS  in global routing
endpoints found under the setup margin      24                 38
resized                                    290                 72
setup buffers                              300                 35
pin swaps                                   93                 88
[worst max path at each step]
stage / start / to / slack (ns) / depth (start not counted)
CTS: inst[10].div_i.i[11] / ClockOut[10] / -1.10 / 4
global route: inst[18].div_i.i[10] / ClockOut[18] / -1.18 / 4
finish: inst[21].div_i.i[12] / ClockOut[21] / -1.10 / 4
[routing by layer]
| metal | track usage | routed length [um] | vias to the layer above |
|---|---|---|---|
| met5 | 0 | 13 | - |
| met4 | 0.117 | 536 | 2 |
| met3 | 0.0881 | 1300 | 58 |
| met2 | 0.267 | 12000 | 181 |
| met1 | 0.241 | 12900 | 4573 |
| li1 | - | - | 5192 |
No activity file was given, so power comes from the tool's default toggle rates.
